`flow/run.sh`:
```
#!/bin/bash
# OpenROAD 26Q1-2900-gdf79404cd8, Yosys 0.63+post, stock flow scripts
make -C /OpenROAD-flow-scripts/flow DESIGN_CONFIG=/design/flow/config.mk WORK_HOME=/design/flow/orfs finish
```
`flow/config.mk`:
```
export PLATFORM = sky130hd
export DESIGN_NAME = top_7seg_clock
export DESIGN_NICKNAME = top_7seg_clock
export VERILOG_FILES = /design/flow/design.v
export SDC_FILE = /design/flow/constraint.sdc
export NUM_CORES = 4
export LEC_CHECK = 1
export CORE_UTILIZATION = 50
```
`flow/constraint.sdc`:
```
current_design top_7seg_clock

set clk_period 6.3
set clk_io_pct 0.2

create_clock -name clk0 -period $clk_period [get_ports {clk_100MHz}]

set non_clock_inputs [all_inputs -no_clocks]
set_input_delay [expr $clk_period * $clk_io_pct] -clock clk0 $non_clock_inputs
set_output_delay [expr $clk_period * $clk_io_pct] -clock clk0 [all_outputs]
```
`flow/design.v`:
```
`timescale 1ns / 1ps
module top_bin_clock(
    input clk_100MHz,        
    input reset,             
    input inc_mins,          
    input inc_hrs,           
    output [3:0] hours,      
    output sig_1Hz,          
    output [5:0] minutes     
    );
    wire w_1Hz;                                  
    wire inc_hrs_db, reset_db, inc_mins_db;      
    wire w_inc_mins, w_inc_hrs;                  
    wire inc_mins_or, inc_hrs_or;                
    btn_debouncer bL(.clk_100MHz(clk_100MHz), .btn_in(inc_hrs), .btn_out(inc_hrs_db));
    btn_debouncer bC(.clk_100MHz(clk_100MHz), .btn_in(reset), .btn_out(reset_db));
    btn_debouncer bR(.clk_100MHz(clk_100MHz), .btn_in(inc_mins), .btn_out(inc_mins_db));
    oneHz_generator uno(.clk_100MHz(clk_100MHz), .clk_1Hz(w_1Hz));
    seconds sec(.clk_1Hz(w_1Hz), .reset(reset_db), .inc_minutes(w_inc_mins));
    minutes min(.inc_minutes(inc_mins_or), .reset(reset_db), .inc_hours(w_inc_hrs), .minutes(minutes));
    hours hr(.inc_hours(inc_hrs_or), .reset(reset_db), .hours(hours));
    assign inc_hrs_or = w_inc_hrs | inc_hrs_db;
    assign inc_mins_or = w_inc_mins | inc_mins_db;
    assign sig_1Hz = w_1Hz;
endmodule
module top_7seg_clock(
    input clk_100MHz,
    input reset,
    input inc_hrs,
    input inc_mins,
    output blink,
    output [0:6] seg,
    output [3:0] an
    );
    wire [3:0] v_hours;
    wire [5:0] v_minutes, hours_pad;
    wire [2:0] hrs_tens, mins_tens;
    wire [3:0] hrs_ones, mins_ones;
    top_bin_clock bin(.clk_100MHz(clk_100MHz), .reset(reset), .inc_hrs(inc_hrs), .inc_mins(inc_mins),
                      .sig_1Hz(blink), .hours(v_hours), .minutes(v_minutes));
    bin2bcd hrs(.bin_in(hours_pad), .tens(hrs_tens), .ones(hrs_ones));
    bin2bcd mins(.bin_in(v_minutes), .tens(mins_tens), .ones(mins_ones));
    seg7_control seg7(.clk_100MHz(clk_100MHz), .reset(reset), .hrs_tens(hrs_tens), .hrs_ones(hrs_ones), .mins_tens(mins_tens), 
                      .mins_ones(mins_ones), .seg(seg), .an(an));
    assign hours_pad = {2'b00, v_hours};      
endmodule
module seg7_control(
    input clk_100MHz,
    input reset,
    input [2:0] hrs_tens,
    input [3:0] hrs_ones,
    input [2:0] mins_tens,
    input [3:0] mins_ones,
    output reg [0:6] seg,
    output reg [3:0] an
    );
    parameter NULL  = 7'b111_1111;   
    parameter ZERO  = 7'b000_0001;   
    parameter ONE   = 7'b100_1111;   
    parameter TWO   = 7'b001_0010;   
    parameter THREE = 7'b000_0110;   
    parameter FOUR  = 7'b100_1100;   
    parameter FIVE  = 7'b010_0100;   
    parameter SIX   = 7'b010_0000;   
    parameter SEVEN = 7'b000_1111;   
    parameter EIGHT = 7'b000_0000;   
    parameter NINE  = 7'b000_0100;   
        reg [1:0] anode_select;
        reg [16:0] anode_timer;
        always @(posedge clk_100MHz or posedge reset) begin
            if(reset) begin
                anode_select <= 0;
                anode_timer <= 0; 
            end
            else
                if(anode_timer == 99_999) begin
                    anode_timer <= 0;
                    anode_select <=  anode_select + 1;
                end
                else
                    anode_timer <=  anode_timer + 1;
        end
        always @(anode_select) begin
            case(anode_select) 
                2'b00 : an = 4'b0111;
                2'b01 : an = 4'b1011;
                2'b10 : an = 4'b1101;
                2'b11 : an = 4'b1110;
            endcase
        end
    always @*
        case(anode_select)
            2'b00 : begin        
                        case(hrs_tens)
                            3'b000 : seg = NULL;
                            3'b001 : seg = ONE;
                        endcase
                    end
            2'b01 : begin        
                        case(hrs_ones)
                            4'b0000 : seg = ZERO;
                            4'b0001 : seg = ONE;
                            4'b0010 : seg = TWO;
                            4'b0011 : seg = THREE;
                            4'b0100 : seg = FOUR;
                            4'b0101 : seg = FIVE;
                            4'b0110 : seg = SIX;
                            4'b0111 : seg = SEVEN;
                            4'b1000 : seg = EIGHT;
                            4'b1001 : seg = NINE;
                        endcase
                    end
            2'b10 : begin        
                        case(mins_tens)
                            3'b000 : seg = ZERO;
                            3'b001 : seg = ONE;
                            3'b010 : seg = TWO;
                            3'b011 : seg = THREE;
                            3'b100 : seg = FOUR;
                            3'b101 : seg = FIVE;
                        endcase
                    end
            2'b11 : begin        
                        case(mins_ones)
                            4'b0000 : seg = ZERO;
                            4'b0001 : seg = ONE;
                            4'b0010 : seg = TWO;
                            4'b0011 : seg = THREE;
                            4'b0100 : seg = FOUR;
                            4'b0101 : seg = FIVE;
                            4'b0110 : seg = SIX;
                            4'b0111 : seg = SEVEN;
                            4'b1000 : seg = EIGHT;
                            4'b1001 : seg = NINE;
                        endcase
                    end
        endcase
endmodule
module seconds(
    input clk_1Hz,       
    input reset,
    output inc_minutes   
    );
    reg [5:0] sec_ctr = 0;
    always @(posedge clk_1Hz or posedge reset) begin
        if(reset)
            sec_ctr <= 0;
        else
            if(sec_ctr == 59) 
                sec_ctr <= 0;
            else
                sec_ctr <= sec_ctr + 1;
    end
    assign inc_minutes = (sec_ctr == 59) ? 1 : 0;
endmodule
module oneHz_generator(
    input clk_100MHz,        
    output clk_1Hz
    );
    reg [25:0] counter_reg = 0;
    reg clk_out_reg = 0;
    always @(posedge clk_100MHz) begin
        if(counter_reg == 49_999_999) begin
            counter_reg <= 0;
            clk_out_reg <= ~clk_out_reg;
        end
        else
            counter_reg <= counter_reg + 1;
    end
    assign clk_1Hz = clk_out_reg;
endmodule
module minutes(
    input inc_minutes,       
    input reset,
    output inc_hours,        
    output [5:0] minutes     
    );
    reg [5:0] min_ctr = 0;
    always @(negedge inc_minutes or posedge reset) begin
        if(reset)
            min_ctr <= 0;
        else
            if(min_ctr == 59)
                min_ctr <= 0;
            else
                min_ctr <= min_ctr + 1;
    end
    assign inc_hours = (min_ctr == 59) ? 1 : 0;
    assign minutes = min_ctr;
endmodule
module hours(
    input inc_hours,         
    input reset,
    output [3:0] hours
    );
    reg [3:0] hrs_ctr = 12;
    always @(negedge inc_hours or posedge reset) begin
        if(reset)
            hrs_ctr <= 12;
        else
            if(hrs_ctr == 12)
                hrs_ctr <= 1;
            else
                hrs_ctr <= hrs_ctr + 1;
    end
    assign hours = hrs_ctr;
endmodule
module btn_debouncer(
    input clk_100MHz,
    input btn_in,
    output btn_out
    );
    reg temp1, temp2, temp3;
    always @(posedge clk_100MHz) begin
        temp1 <= btn_in;
        temp2 <= temp1;
        temp3 <= temp2;
    end
    assign btn_out = temp3;
endmodule
module bin2bcd(
    input [5:0] bin_in,
    output reg [2:0] tens,       
    output reg [3:0] ones        
    );
    always @* begin
        tens <= bin_in / 10;
        ones <= bin_in % 10;
    end
endmodule
```
==> flow_summary.toml <==
# generated from flow reports
[status]
status = "completed"

[sta]
untimed_endpoints = 30
fmax_mhz = 334.3
unclocked_regs = 23
finalCritPeriodShare = 0.4749
max_slew_margin = 0.4789
finalHoldViolCount = 0
clock_skew_ns = 0.002717
grt_setup_unrepaired = "no"
period_minus_slack_ns = 2.992
tns_ns = 0
drv_slew = 0
fin_ws_ns = 3.308
setup_viol_count_final = 0
worst_slew_pin_slew_ns = 0.7769

[cells_and_area]
largest_reg_flops = 26
lay_top_cells = "nor2_1 (52), nand2_1 (50), dfxtp_1 (35)"
final_common_cell = "nor2_1"
drive_gt1_frac = 0.05187
areaGrowthSynthToFinish_pct = 7.328

[clocking]
post_cts_buffers = 0
clk_pin_slew_ns = 0.09
cts_tree = "yes"
cts.repair.resized = 0
hold_buffers = 0
htree_levels = 2
clockRootBuffer = "clkbuf_8"
clkLatencyLatePin_ns = 0.30
cts_made_buffers = 5
clock_path_buffers = 2

[synthesis]
synthAoiAreaFrac = 0.1370
async_reset_ff_frac = 0.4487
simple_gate_share = 0.2490
ys_warn_count = 7
synthFlopType = "dfxtp_1"
synth.logic.top_family = "simple AND/OR/NAND/NOR gates"
synth-edff-count = 1
ys_chip_area_um2 = 4200
syn_area_per_cell_um2 = 8.861
mux_area_frac = 0.01221
xor_share = 0.08966
yosys-stat-cells = 474
syn-instance-count = 474
ys_ff = 78
adder_share = 0.06553
synth_area_um2 = 4200
synth_cell_types = 66

[route]
wire_per_inst_um = 12.57
wl_met3_um = 174
antenna_cells = 0
dr.first_iter.drc_count = 157
via_per_inst = 5.363
dr_total_vias = 3148
wl_met1_um = 3836
wl_met2_um = 3224
postRouteAntennaNets = 0
dr.pass1.iters = 4
highest_layer = "met4"
route.detailed.drc = 0
wl_um = 7378

[global_route]
grt_max_degree = 21
track_usage = 0.1910
overflow = 0
antenna_found_initial = 0
grt_pass1_wl_um = 13240
first_global_vias = 2991

[floorplanning]
initCoreUtil = 0.5138
row_count = 33
die-area_um2 = 8771
io_pins = 16
core_area_um2 = 8175
die_y_um = 93.66
chipWidth_um = 93.66

[place]
hpwlAfterDp_um = 5630
port_buffers = 15
post-place-ws_ns = 3.521
routabilityCongestion = 0.8976

[worst_setup_path]
worstPathRequired_ns = 5.04
worst_ep_arrival_time_ns = 1.73
worstPathCellList = "inv_1 -> ha_1 -> inv_1 -> clkdlybuf4s50_1"
crit_path_frequent_cell = "inv_1"
slowest_stage = "clkdlybuf4s50_1"
endpoint_kind = "output pin"
cp_max_fo = 7
cp-start-kind = "flop"
cp_slowest_stage_delay_ns = 0.46
path_class = "reg -> out"

[power]
p_per_area_nw_per_um2 = 124.1
ir_drop_mv = 0.1817
p_leak_nw = 1.911

[worst_hold_path]
worstHoldPathType = "reg -> reg"

[job]
warning_count = 38
max_cap_viol_count = 0
## worst max-delay path, delay by kind of cell, from the launching register on
kind / cells / cell delay (ns)
buf+inv: 3 / 0.71
fa+ha+maj: 1 / 0.30
flops: 1 / 0.43
## synth_stat cells (all sizes together) (4+ instances only)
library cell	instances	area, um2
nor2	52	195.2
nand2	50	187.7
dfxtp	35	700.7
dfrtp	25	625.6
xor2	25	219.0
inv	23	86.33
ha	22	275.3
nand3	22	110.1
o21ai	21	108.9
a21oi	18	90.09
xnor2	18	157.7
nand4	14	87.58
nor2b	13	81.33
clkbuf	11	41.29
dfrtn	8	200.2
and2	7	43.79
dlxtn	7	105.1
o211ai	7	52.55
and3	6	38.79
nand2b	6	37.54
buf	5	33.78
nor3	5	25.02
a211oi	4	42.54
mux2i	4	40.04
## power breakdown
group	leakage (nW)	switching, mW	internal [mW]
Sequential	0.785	0.000572	0.356
Combinational	1.08	0.00506	0.00204
Clock	0.0449	0.108	0.0879
Total	1.91	0.113	0.446
## cell type report
class	instances	area (um2)
fillers	750	3667
multi-input cells	357	2325
flip-flops and latches	78	1714
repair buffers	16	157.7
well taps	105	131.4
inverters	23	86.33
clock buffers	6	82.58
clock inverters	2	11.26
## through the flow
| stage | util | total power, mW | cells | hold WS (ns) | instance area [um2] |
|---|---|---|---|---|---|
| after global routing | 0.5514 | 0.5803 | 587 | 0.3517 | 4508 |
| after detailed placement | 0.5399 | 0.3724 | 579 | 0.3136 | 4414 |
| after floorplan | - | 0.3688 | 474 | 0.3096 | 4200 |
| after CTS | 0.5514 | 0.5678 | 587 | 0.3368 | 4508 |
| final | 0.5514 | 0.5596 | 587 | 0.3338 | 4508 |
| after global placement | 0.5399 | 0.3723 | 579 | 0.3121 | 4414 |
## metal layers
layer / vias to the layer above / track usage
met5: - / 0
met4: 0 / 0.02821
met3: 10 / 0.01481
met2: 46 / 0.3033
met1: 1431 / 0.3053
li1: 1661 / -
## logic make-up after synthesis
group                      Yosys count
and+or+nand+nor                    204
buffers and inverters               39
latches                              7
muxes                                5
DFF                                 71
xor gates and xnor gates            43
AOI/OAI and AO/OA                   83
adders and majority gates           22
## worst paths after layout
path                                      startpoint                   end  slack (ns)  cells past startpoint
worst min register to register          bin.bR.temp2          bin.bR.temp3        0.33                      0
max in group asynchronous                      reset  seg7.anode_select[1]        4.47                      2
worst max register to register  seg7.anode_timer[12]  seg7.anode_timer[10]        3.55                      7
min in group asynchronous                      reset   seg7.anode_timer[7]        1.38                      2
worst max-delay path            seg7.anode_select[0]                 an[3]        3.31                      4
worst min-delay path                    bin.bR.temp2          bin.bR.temp3        0.33                      0
Power figures rest on the tool's default switching activity, not on a simulated workload.
