==> ./config.mk <==
export PLATFORM = sky130hd
export DESIGN_NAME = IFU
export DESIGN_NICKNAME = IFU
export VERILOG_FILES = /design/flow/design.v
export SDC_FILE = /design/flow/constraint.sdc
export NUM_CORES = 4
export LEC_CHECK = 1
export CORE_AREA = 10 10 70 70
export DIE_AREA = 0 0 80 80
==> ./design.v <==
module INST_MEM(
    input [31:0] PC,
    input reset,
    output [31:0] Instruction_Code
);
    reg [7:0] Memory [31:0];  
    assign Instruction_Code = {Memory[PC+3],Memory[PC+2],Memory[PC+1],Memory[PC]};
    always @(reset)
    begin
        if(reset == 1)
        begin
            Memory[3] = 8'h00;
            Memory[2] = 8'h94;
            Memory[1] = 8'h03;
            Memory[0] = 8'h33;
            Memory[7] = 8'h41;
            Memory[6] = 8'h39;
            Memory[5] = 8'h03;
            Memory[4] = 8'hb3;
            Memory[11] = 8'h03;
            Memory[10] = 8'h5a;
            Memory[9] = 8'h02;
            Memory[8] = 8'hb3;
            Memory[15] = 8'h01;
            Memory[14] = 8'h7b;
            Memory[13] = 8'h4e;
            Memory[12] = 8'h33;
            Memory[19] = 8'h01;
            Memory[18] = 8'h9c;
            Memory[17] = 8'h1e;
            Memory[16] = 8'hb3;
            Memory[23] = 8'h01;
            Memory[22] = 8'hbd;
            Memory[21] = 8'h5f;
            Memory[20] = 8'h33;
            Memory[27] = 8'h00;
            Memory[26] = 8'hd6;
            Memory[25] = 8'h7f;
            Memory[24] = 8'hb3;
            Memory[31] = 8'h00;
            Memory[30] = 8'hf7;
            Memory[29] = 8'h68;
            Memory[28] = 8'hb3;
        end
    end
endmodule
module IFU(
    input clock,reset,
    output [31:0] Instruction_Code
);
reg [31:0] PC = 32'b0;   
    INST_MEM instr_mem(PC,reset,Instruction_Code);
    always @(posedge clock, posedge reset)
    begin
        if(reset == 1)   
        PC <= 0;
        else
        PC <= PC+4;    
    end
endmodule
==> ./run.sh <==
#!/bin/bash
# OpenROAD 26Q1-2900-gdf79404cd8, Yosys 0.63+post, stock flow scripts
make -C /OpenROAD-flow-scripts/flow DESIGN_CONFIG=/design/flow/config.mk WORK_HOME=/design/flow/orfs finish
==> ./constraint.sdc <==
current_design IFU

set clk_period 2.4
set clk_io_pct 0.2

create_clock -name clk0 -period $clk_period [get_ports {clock}]

set non_clock_inputs [all_inputs -no_clocks]
set_input_delay [expr $clk_period * $clk_io_pct] -clock clk0 $non_clock_inputs
set_output_delay [expr $clk_period * $clk_io_pct] -clock clk0 [all_outputs]
==> results.yml <==
# synthesis and place-and-route metrics
finish:
  syn_to_final_growth_pct: 102
  fin_cells: 158
  top_register: "PC"
  layout-drive-gt1-share_pct: 47.3
  fin_area_um2: 1130
  top_regs: "PC: 3 flops"
  largest_reg_flops: 3
grt:
  grt_use_total_pct: 5.09
  grt_pass1_vias: 641
  grt_pass1_wl_mm: 2.80
  gr-total-overflow: 0
  antenna_found_initial: 0
  grt_max_degree: 10
worst_hold_path:
  hp-class: "primary input to async pin"
power_and_ir_drop:
  leakage_nw: 0.535
  ir_drop_v: 0.000218
  power_density_nw_per_um2: 126
  total_power_uw: 142
critical_path:
  slowest_stage: "dfrtp_1"
  required_ps: 1920
  end_kind: "primary output"
  r2r_setup_slack_ps: 1240
  rr_worst_depth: 4
  rr_endpoint: "PC[4]"
  worstPathArrival_ps: 1940
  path_cells: "buf_4 -> ha_4 -> buf_4 -> or3_4 -> o311ai_1 -> clkdlybuf4s15_1"
  crit_type: "flip-flop to primary output"
  max_stage_delay_ps: 390
  crit_path_start_kind: "flip-flop"
  timing.rr.start: "PC[2]"
  cp_common_cell: "buf_4"
  worst-path-max-fanout: 4
clock_network:
  clk_latency_ps: 230
  cts.sink_count: 3
  cts_buffers: 3
  cts_tree: "built"
  cts_hold_buf: 0
  clk_pin_slew_worst_paths_ps: 40
  root_buffer: "clkbuf_4"
  ctsHtreeMaxLevel: 1
  cts_buffer_depth: 2
floorplanning:
  ios: 34
  row_count: 21
  core_area_um2: 3420
  die_area_um2: 6400
  dieHeight_um: 80
  fp_util_pct: 16.4
  die_w_um: 80
routing:
  drt-total-wl_mm: 1.74
  drtPass1Iterations: 4
  viasPerCell: 3.93
  drtIter0Drc: 15
  antenna_cells: 0
  drc: 0
  ant_nets: 0
  via_count: 621
  wl_per_cell_um: 11.0
status:
  status: "complete, but fails checks"
  violations: "setup timing"
run:
  max-cap-violations: 0
  warnings: 32
synthesis:
  synth_cell_types: 28
  syn_area_per_cell_um2: 7.56
  ys_ff: 3
  synth_sequential_area_ratio_pct: 13.4
  ys_cells: 74
  ys_area_um2: 559
  synth_warnings: 3
  syn-cell-area_um2: 559
  synth_cells: 74
final_timing:
  fin_crit_sh_pct: 101
  final-hold-violation-count: 0
  finalMaxSlewViolations: 0
  fin_skew_ps: 0.418
  setup_slack_ps: -24.2
  setup-violations-final: 1
  max_freq_ghz: 0.413
  rsz0062_at_grt: "yes"
  fin_crit_ps: 2420
placement:
  hpwl_mm: 1.35
  dpl_cell_area_um2: 906
  place_inst: 150
  gp_congestion: 0.752
  io_buffers: 27
## cell type report
type / count / area (um^2)
Clock buffer: 4 / 26.3
Fill cell: 350 / 2290
Inverter: 8 / 32.5
Multi-Input combinational cell: 49 / 508
Sequential cell: 3 / 76.3
Tap cell: 46 / 57.6
Timing Repair Buffer: 48 / 428
## per-stage QoR
stage	utilization (%)	worst slack [ps]	hold slack, ps	setup TNS [ps]
after floorplan	-	182	234	0
after global placement	26.5	-74.7	607	-487
after detailed placement	26.5	-110	632	-750
after CTS	30.8	-226	408	-1310
after global routing	33.0	-131	419	-697
final	33.0	-24.2	411	-24.2
## cell families (layout without fill, tap and decap cells)
logic type / after synthesis / count (layout) / synth area share, %
AND-OR/OR-AND: 15 / 15 / 20.6
adder cells (fa/ha/maj): 7 / 7 / 15.7
buffers and inverters: 26 / 60 / 27.5
flip-flops: 3 / 3 / 13.4
multiplexers: 1 / 1 / 2.01
other: 2 / 6 / 1.34
AND/OR/NAND/NOR: 20 / 20 / 19.5
## worst max-delay path, delay by kind of cell (launching register included)
family | cells | cell delay, ps
AOI/OAI and AO/OA | 1 | 310
adders and majority gates | 1 | 160
buffers and inverters | 3 | 500
DFF | 1 | 390
and+or+nand+nor | 1 | 350
## cells in the mapped netlist
library cell   n  area share, %
nand2b_1       1            1.1
clkbuf_1       4            2.7
or3_4          1            2.0
mux2_1         1            2.0
or3_1          1            1.1
nor2b_1        3            3.4
o21bai_1       1            1.3
o21ai_1        1           0.89
or4_1          2            2.7
nor3_1         3            2.7
nand2_1        7            4.7
a2111o_1       1            2.0
inv_1          7            4.7
o311ai_1       2            3.1
o21ai_0        1           0.89
inv_2          1           0.67
a21oi_1        3            2.7
a2111oi_2      1            2.7
nor2_1         1           0.67
buf_4         13             17
o31ai_1        2            2.7
ha_1           7             16
dfrtp_1        3             13
a211oi_1       2            2.7
buf_6          1            2.0
and2_1         1            1.1
conb_1         2            1.3
o221ai_1       1            1.6
## layout by cell type (no fill, tap or decap), drive strengths merged, types with 3 or more instances in the layout
cell and count:
dfrtp 3, clkdlybuf4s50 13, clkbuf 7, dlymetal6s2s 4
dlygate4sd2 5, buf 21, ha 7, nand2 7
nor2b 3, conb 6, a21oi 3, inv 8
nor3 3
## worst max-delay path by stage
| stage | from | endpoint | slack [ps] | cells after the start |
|---|---|---|---|---|
| finish | PC[3] | Instruction_Code[10] | -20 | 6 |
| global route | PC[3] | Instruction_Code[10] | -130 | 6 |
| CTS | PC[2] | Instruction_Code[12] | -230 | 5 |
## power breakdown
part	switching, mW	internal, mW	total [mW]
Sequential	0	0.0509	0.0509
Clock	0.0255	0.0623	0.0877
Combinational	0.00158	0.00152	0.00310
Total	0.0270	0.115	0.142
## what timing repair did
| item | 4_1_cts | 5_1_grt |
|---|---|---|
| setup endpoints to repair | 19 | 23 |
| buffers inserted | 2 | 2 |
| gates resized | 30 | 26 |
| pin swaps | 4 | 1 |
## metal layers
layer | routed length (um) | up-vias | track usage [%]
li1 | - | 311 | -
met1 | 758 | 283 | 6.45
met2 | 782 | 25 | 8.11
met3 | 190 | 2 | 2.05
met4 | 9 | 0 | 0.704
met5 | 0 | - | 0
Power is estimated from default activity; no workload was simulated.
