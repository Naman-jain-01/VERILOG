## flow/config.mk

```make
export PLATFORM = sky130hd
export DESIGN_NAME = Calculator
export DESIGN_NICKNAME = Calculator
export VERILOG_FILES = /design/flow/design.v
export SDC_FILE = /design/flow/constraint.sdc
export NUM_CORES = 4
export LEC_CHECK = 1
export CORE_UTILIZATION = 40
```

## flow/constraint.sdc

```tcl
current_design Calculator

set clk_period 17.2
set clk_io_pct 0.2

create_clock -name clk0 -period $clk_period [get_ports {clk}]

set non_clock_inputs [all_inputs -no_clocks]
set_input_delay [expr $clk_period * $clk_io_pct] -clock clk0 $non_clock_inputs
set_output_delay [expr $clk_period * $clk_io_pct] -clock clk0 [all_outputs]
```

## flow/design.v

```verilog
module Calculator (
    input wire clk,             
    input wire [9:0] bin,       
    input wire buttonU,         
    input wire buttonR,         
    input wire buttonL,         
    output reg [6:0] seg,       
    output reg [3:0] an,        
    output reg [9:0] led        
);
    reg signed [10:0] num1 = 0;  
    reg signed [10:0] num2 = 0;  
    reg signed [10:0] result = 0;  
    reg save_flag = 0;           
    reg add_flag = 0;            
    reg subtract_flag = 0;       
    reg [3:0] bcd_digits [3:0];  
    reg negative_flag = 0;       
    reg [15:0] refresh_counter = 0;  
    reg [1:0] digit_select = 0;  
    integer i;
    reg [19:0] shift_reg;
    always @(bin, result, save_flag, add_flag, subtract_flag) begin
        if (subtract_flag || add_flag) begin
            negative_flag = (result < 0) ? 1 : 0;  
            shift_reg = {10'b0, (negative_flag ? -result : result)};  
        end else begin
            shift_reg = {10'b0, bin};  
        end
        for (i = 0; i < 10; i = i + 1) begin
            if (shift_reg[13:10] >= 5) shift_reg[13:10] = shift_reg[13:10] + 3;
            if (shift_reg[17:14] >= 5) shift_reg[17:14] = shift_reg[17:14] + 3;
            if (shift_reg[19:18] >= 5) shift_reg[19:18] = shift_reg[19:18] + 3;
            shift_reg = shift_reg << 1;
        end
        bcd_digits[0] = shift_reg[13:10];  
        bcd_digits[1] = shift_reg[17:14];  
        bcd_digits[2] = shift_reg[19:18];  
        bcd_digits[3] = (negative_flag) ? 4'b1010 : 4'b0000;  
        led = bin;  
    end
    reg last_buttonU = 0, last_buttonR = 0, last_buttonL = 0;
    always @(posedge clk) begin
        if (buttonU && !last_buttonU) begin
            num1 <= bin;
            save_flag <= 1;
            add_flag <= 0;
            subtract_flag <= 0;
        end
        if (buttonR && !last_buttonR && save_flag) begin
            num2 <= bin;
            result <= num1 + bin;
            add_flag <= 1;
            subtract_flag <= 0;
        end
        if (buttonL && !last_buttonL && save_flag) begin
            num2 <= bin;
            result <= num1 - bin;
            subtract_flag <= 1;
            add_flag <= 0;
        end
        last_buttonU <= buttonU;
        last_buttonR <= buttonR;
        last_buttonL <= buttonL;
    end
    always @(posedge clk) begin
        refresh_counter <= refresh_counter + 1;
        if (refresh_counter == 50000) begin
            refresh_counter <= 0;
            digit_select <= digit_select + 1;
        end
    end
    always @(digit_select) begin
        case (digit_select)
            2'b00: begin seg = bcd_to_7seg(bcd_digits[0]); an = 4'b1110; end  
            2'b01: begin seg = bcd_to_7seg(bcd_digits[1]); an = 4'b1101; end  
            2'b10: begin seg = bcd_to_7seg(bcd_digits[2]); an = 4'b1011; end  
            2'b11: begin 
                if (negative_flag) seg = 7'b0111111;  
                else seg = bcd_to_7seg(bcd_digits[3]); 
                an = 4'b0111; 
            end  
        endcase
    end
    function [6:0] bcd_to_7seg;
        input [3:0] bcd;
        case (bcd)
            4'b0000: bcd_to_7seg = 7'b1000000;  
            4'b0001: bcd_to_7seg = 7'b1111001;  
            4'b0010: bcd_to_7seg = 7'b0100100;  
            4'b0011: bcd_to_7seg = 7'b0110000;  
            4'b0100: bcd_to_7seg = 7'b0011001;  
            4'b0101: bcd_to_7seg = 7'b0010010;  
            4'b0110: bcd_to_7seg = 7'b0000010;  
            4'b0111: bcd_to_7seg = 7'b1111000;  
            4'b1000: bcd_to_7seg = 7'b0000000;  
            4'b1001: bcd_to_7seg = 7'b0010000;  
            4'b1010: bcd_to_7seg = 7'b0111111;  
            default: bcd_to_7seg = 7'b1111111;  
        endcase
    endfunction
endmodule
```

## flow/run.sh

```bash
#!/bin/bash
# OpenROAD 26Q1-2900-gdf79404cd8, Yosys 0.63+post, stock flow scripts
make -C /OpenROAD-flow-scripts/flow DESIGN_CONFIG=/design/flow/config.mk WORK_HOME=/design/flow/orfs finish
```

==> run summary <==
State of the implementation.

- The run finished with clean final reports.
- The script parses the final routing iteration and logs DRC violations as 0.
- The longest clock path from root to sink contains 2 buffers.
- The share of the core filled by cells before placement is 0.413, for reference.
- The antenna diode count is 0, for reference.
- The total number of vias is 4452, for reference.
- At the worst endpoint, the arrival time is 13.00 ns.
- The number of buffers inserted for hold repair after clock tree synthesis is 0, for reference.
- The initial antenna violation count came to 0.
- The shortest clock period the worst path allows after layout is 16.44 ns, for reference.
- The CTS clock-pin slew for the worst setup and hold paths is 0.06 ns, for reference.
- The max-slew violation count is 0, for reference.
- Setup repair after global routing left no endpoint under its margin.
- According to the timing report, the data required time at the worst endpoint equals 13.76 ns.
- The final period utilization is 0.956, for reference.
- The proportion of register bits with asynchronous set or reset after synthesis is 0, for reference.
- The tree is rooted in a sky130_fd_sc_hd__clkbuf_16.
- The cell repeated most along the worst path is sky130_fd_sc_hd__ha_1, for reference.
- The filler cell count is 1203, for reference.
- In this run the remaining antenna-violating nets after routing total 0.
- The combined area of the multi-input logic cells is 3830 um2, for reference.
- Counting endpoints that fail hold in the final report gives 0.
- Buffers inserted during clock tree synthesis total 5.
- The combined flip-flop and latch cell area is 1160 um2, for reference.
- The number of instances in the synthesized netlist is 617, for reference.
- The critical path is of the in2out type.
- The cell area after placement is 5720 um2, for reference.
- The worst hold path startpoint is subtract_flag, for reference.
- In this run the cell area of the synthesized design comes to 5230 um2.
- The number of different library cells used by synthesis comes to 102.
- Per the slew report, the remaining headroom to the max-slew limit stands at 0.529.
- STA lists the maximum fanout along the critical path as 7.
- The clock tree skew after final layout is 0.00431 ns, for reference.
- The sum of negative setup slack is 0 ns, for reference.
- The flop and latch count out of synthesis is 46, for reference.
- The total global routing overflow is 0, for reference.
- The number of register pins that no clock reaches is 1, for reference.
- Yosys printed 2 warnings.
- The number of levels in the clock H-tree is 2, for reference.
- The post-placement cell count is 811, for reference.
- The detail-routed net length per standard cell is 13.0 um, for reference.
- Yosys reports a chip area of 5230 um2.
- The post-synth count of flops with an enable pin is 24.
- The number of rows created at floorplan is 41, for reference.
- The count of cells in the finished layout, fillers not included, comes to 821.
- The vertical extent of the die is 116 um, for reference.
- The core region is 12700 um2.
- The chip area is 13500 um2, for reference.
- In this run the worst setup path begins at bin[8].
- The number of global-route vias before repair is 4065.
- The wire length recorded after detailed routing is 10.6 mm.
- The primary flip-flop cell chosen by synthesis mapping is sky130_fd_sc_hd__edfxtp_1, for reference.
- The finished cells cover 5960 um2.
- The minimum hold slack is 0.453 ns, for reference.
- The yosys cell count is 617, for reference.
- For this run, the slowest stage of the critical path takes 0.47 ns.
- The number of port buffers is 34, for reference.
- The CTS tree is built, for reference.
- STA classifies the critical path endpoint as an output port.
- The count of endpoints without a timing constraint was 1.
- The first global-routing pass estimated 18.2 mm of wire.
- The iteration count of the initial detailed-routing pass is 4, for reference.
- Clock latency on the worst-skew pair, taken at its later pin, is 0.29 ns.
- The layout summary lists the proportion of cells stronger than drive strength 1 as 0.131.
- Warnings raised by the tools during the run amount to 45.
- The tightest min-delay check is of the reg2reg type.
- STA classifies the critical path startpoint as an input pin.
- The pin count of the biggest net entering global routing is 18, for reference.
- The max-cap check violation count is 0, for reference.
- Per the OpenROAD floorplan log, the width of the die is 116 um.
- From the final report, the count of setup violators was given as 0.
- The congestion estimate from routability-driven global placement came to 0.889.
- For this block, the initial DRC count from the detailed router was 157.
- Dividing the detail-routed via count by the number of cells gives 5.42.
- The critical-path cell with the highest stage delay is sky130_fd_sc_hd__clkdlybuf4s50_1, for reference.
- The finished layout reports a core utilization of 0.471.
- The timing-limited maximum frequency is 60.8 MHz, for reference.
- In this run the mean area of a mapped cell was 8.47 um2.
- In the placement report, post-DP HPWL is listed as 8.47 mm.
- For the worst reg-to-reg path, the startpoint reported by OpenROAD is save_flag.
- The total global routing track utilization is 0.167, for reference.
- The top-level port count is 35, for reference.
- The actual slew at the worst max-slew pin is 0.704 ns, for reference.
- The area growth from synthesis to final layout is 14.0%, for reference.
[metal layers]
| metal | share of wire | GRT usage | wire length (um) | up-vias |
|---|---|---|---|---|
| met1 | 0.50 | 0.250 | 5310 | 2045 |
| met3 | 0.031 | 0.0190 | 332 | 9 |
| met2 | 0.46 | 0.273 | 4870 | 63 |
| met5 | 0 | 0 | 0 | - |
| met4 | 0.013 | 0.0179 | 140 | 0 |
| li1 | - | - | - | 2335 |
[synthesized netlist by cell type, types with 15 or more instances]
| cell | instances | area share |
|---|---|---|
| sky130_fd_sc_hd__xnor2_1 | 25 | 0.042 |
| sky130_fd_sc_hd__ha_1 | 48 | 0.11 |
| sky130_fd_sc_hd__edfxtp_1 | 24 | 0.14 |
| sky130_fd_sc_hd__dfxtp_1 | 21 | 0.080 |
| sky130_fd_sc_hd__nor2_1 | 51 | 0.037 |
| sky130_fd_sc_hd__xor2_1 | 17 | 0.028 |
| sky130_fd_sc_hd__inv_1 | 41 | 0.029 |
| sky130_fd_sc_hd__o21ai_0 | 21 | 0.020 |
| sky130_fd_sc_hd__nand2_1 | 44 | 0.032 |
| sky130_fd_sc_hd__a21oi_1 | 40 | 0.038 |
| sky130_fd_sc_hd__nor3_1 | 16 | 0.015 |
| sky130_fd_sc_hd__nand3_1 | 15 | 0.014 |
[path summary, 6_finish.rpt]
kind,to,slack (ns),cells after the start
setup / recovery,seg[0],0.76,46
hold / removal,subtract_flag,0.45,2
hold reg to reg,subtract_flag,0.45,2
setup reg to reg,result[10],13.88,13
[cell families after synthesis]
| kind of cell | Yosys count | share of synthesized area |
|---|---|---|
| adders and majority gates | 50 | 0.121 |
| xor gates and xnor gates | 44 | 0.0766 |
| buffers and inverters | 65 | 0.0562 |
| AOI/OAI and AO/OA | 179 | 0.262 |
| latches | 1 | 0.00287 |
| and+or+nand+nor | 214 | 0.225 |
| DFF | 45 | 0.218 |
| other | 1 | 0.000717 |
| muxes | 18 | 0.0378 |
[stage by stage]
step | worst slack (ns)
6_report | 0.759
5_1_grt | 0.0173
4_1_cts | 0.0332
3_5_place_dp | -0.104
3_3_place_gp | 0.289
2_1_floorplan | 1.71
[worst max-delay path: cells and delay by family]
| family | cells | cell delay (ns) |
|---|---|---|
| XOR/XNOR | 3 | 0.52 |
| AND/OR/NAND/NOR | 18 | 3.49 |
| multiplexers | 1 | 0.22 |
| buffers and inverters | 4 | 1.12 |
| adder cells (fa/ha/maj) | 7 | 1.63 |
| AND-OR/OR-AND | 13 | 2.61 |
[state kept, by name (all words and copies together), names as in the netlist, 2 cells and up]
| name | flops |
|---|---|
| refresh_counter | 16 |
| result | 11 |
| digit_select | 2 |
| num1 | 10 |
[layout make-up]
cell class,instances,share of cell area
sequential,46,0.194
clock buffer,7,0.0275
timing repair buffer,44,0.0697
tap,172,0.0361
inverter,45,0.0283
multi-input combinational,506,0.643
clock inverter,1,0.00126
[placed cells by master (no fill, tap or decap), types with 7 or more instances in the layout]
cell type and instances:
sky130_fd_sc_hd__nand3_1 15, sky130_fd_sc_hd__a31oi_1 10, sky130_fd_sc_hd__o21ai_1 8, sky130_fd_sc_hd__and3_1 8, sky130_fd_sc_hd__o21bai_1 8, sky130_fd_sc_hd__buf_4 10
sky130_fd_sc_hd__nor2_1 50, sky130_fd_sc_hd__a21oi_1 40, sky130_fd_sc_hd__mux2i_1 10, sky130_fd_sc_hd__nor2b_1 8, sky130_fd_sc_hd__xnor2_1 23, sky130_fd_sc_hd__ha_1 46
sky130_fd_sc_hd__nand4_1 9, sky130_fd_sc_hd__inv_1 41, sky130_fd_sc_hd__nor3_1 15, sky130_fd_sc_hd__clkdlybuf4s50_1 34, sky130_fd_sc_hd__dfxtp_1 21, sky130_fd_sc_hd__nand2_1 44
sky130_fd_sc_hd__and2_1 7, sky130_fd_sc_hd__edfxtp_1 24, sky130_fd_sc_hd__xor2_1 17, sky130_fd_sc_hd__o21ai_0 20, sky130_fd_sc_hd__nand2b_1 10, sky130_fd_sc_hd__a21o_1 9
[what timing repair did]
action	CTS	global route
setup buffers	0	2
pin swaps	0	2
resized	2	13
setup endpoints to repair	1	7
